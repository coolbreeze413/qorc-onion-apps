### flow/run.sh
#!/bin/bash
# OpenROAD 26Q1-2900-gdf79404cd8, Yosys 0.63+post, stock flow scripts
make -C /OpenROAD-flow-scripts/flow DESIGN_CONFIG=/design/flow/config.mk WORK_HOME=/design/flow/orfs finish
### flow/config.mk
export PLATFORM = sky130hd
export DESIGN_NAME = AL4S3B_FPGA_ONION_BREATHECTRL
export DESIGN_NICKNAME = AL4S3B_FPGA_ONION_BREATHECTRL
export VERILOG_FILES = /design/flow/design.v
export SDC_FILE = /design/flow/constraint.sdc
export NUM_CORES = 4
export LEC_CHECK = 1
export CORE_UTILIZATION = 40
### flow/constraint.sdc
current_design AL4S3B_FPGA_ONION_BREATHECTRL

set clk_period 8.4
set clk_io_pct 0.2

create_clock -name clk0 -period $clk_period [get_ports {BREATHE_clk}]
create_clock -name clk1 -period $clk_period [get_ports {WBs_CLK_i}]

set non_clock_inputs [all_inputs -no_clocks]
set_input_delay [expr $clk_period * $clk_io_pct] -clock clk0 $non_clock_inputs
set_output_delay [expr $clk_period * $clk_io_pct] -clock clk0 [all_outputs]
### flow/design.v
module ONION_BREATHE (
    period,
    clk,
    reset,
    BREATHE_o,
);
input       wire    [23:0]  period              ;  
input       wire            clk                 ;
input       wire            reset               ;
output      wire            BREATHE_o           ;
reg [23:0] next_ctr;                     
reg [7:0] duty_ctr;                      
reg [7:0] duty_cycle;                    
reg inhale;                              
reg output_state;                        
assign BREATHE_o = output_state;     
always@ (posedge clk or negedge reset)
if (!reset)
begin
    next_ctr <= 0;
end
else
begin
    if(next_ctr == period)
    begin
        next_ctr <= 0;
    end
    else
    begin        
        next_ctr <= next_ctr + 1;
    end
end
always@ (posedge clk or negedge reset)
if (!reset)
    duty_cycle <= 8'd0;
else if(next_ctr == period)
    duty_cycle <= duty_cycle + 8'd1;
always@ (posedge clk or negedge reset)
if (!reset)
    duty_ctr <= 8'd0;
else
    duty_ctr <= duty_ctr + 8'd1;
always@ (posedge clk or negedge reset)
if (!reset)
    inhale <= 1'b1;
else if ((next_ctr == period) && &duty_cycle)  
begin
    inhale <= ~inhale;
end
always@ (posedge clk or negedge reset)
if (!reset)
    output_state <= 1'b0;
else if (inhale)
    output_state <= (duty_ctr < duty_cycle);
else
    output_state <= (duty_ctr > duty_cycle);
endmodule
`timescale 1ns / 10ps
module AL4S3B_FPGA_ONION_BREATHECTRL ( 
    WBs_ADR_i,
    WBs_CYC_i,
    WBs_BYTE_STB_i,
    WBs_WE_i,
    WBs_STB_i,
    WBs_DAT_i,
    WBs_CLK_i,
    WBs_RST_i,
    WBs_DAT_o,
    WBs_ACK_o,
    BREATHE_clk,
    BREATHE_o
);
parameter   DEFAULT_REG_VALUE                       = 32'hDEF_FAB_AC;    
parameter   BREATHE_PWM_RESOLUTION_BITS             = 8;                 
parameter   DEFAULT_BREATHE_CLK_CYCLES_PER_STEP     = 24'hAAAA;          
localparam  ADDRWIDTH                   =  10;
localparam  REG_ADDR_BREATHE_0_CONFIG   =  10'h000        ;
localparam  REG_ADDR_BREATHE_1_CONFIG   =  10'h004        ;
localparam  REG_ADDR_BREATHE_2_CONFIG   =  10'h008        ;
input       wire    [16:0]      WBs_ADR_i           ;   
input       wire                WBs_CYC_i           ;   
input       wire    [3:0]       WBs_BYTE_STB_i      ;   
input       wire                WBs_WE_i            ;   
input       wire                WBs_STB_i           ;   
input       wire    [31:0]      WBs_DAT_i           ;   
input       wire                WBs_CLK_i           ;   
input       wire                WBs_RST_i           ;   
output      wire    [31:0]      WBs_DAT_o           ;   
output      wire                WBs_ACK_o           ;   
input       wire                BREATHE_clk         ;
output      wire    [31:0]      BREATHE_o           ;
reg     [31:0]  BREATHE_0_CONFIG            ;
reg     [31:0]  BREATHE_1_CONFIG            ;
reg     [31:0]  BREATHE_2_CONFIG            ;
wire            REG_WE_BREATHE_0_CONFIG     ;
wire            REG_WE_BREATHE_1_CONFIG     ;
wire            REG_WE_BREATHE_2_CONFIG     ;
wire            WBs_ACK_o_nxt               ;
assign REG_WE_BREATHE_0_CONFIG = ( WBs_ADR_i[ADDRWIDTH-1:2] == REG_ADDR_BREATHE_0_CONFIG[ADDRWIDTH-1:2] ) && 
                                                            WBs_CYC_i && 
                                                            WBs_STB_i && 
                                                            WBs_WE_i && 
                                                            (~WBs_ACK_o);
assign REG_WE_BREATHE_1_CONFIG = ( WBs_ADR_i[ADDRWIDTH-1:2] == REG_ADDR_BREATHE_1_CONFIG[ADDRWIDTH-1:2] ) && 
                                                            WBs_CYC_i && 
                                                            WBs_STB_i && 
                                                            WBs_WE_i && 
                                                            (~WBs_ACK_o);
assign REG_WE_BREATHE_2_CONFIG = ( WBs_ADR_i[ADDRWIDTH-1:2] == REG_ADDR_BREATHE_2_CONFIG[ADDRWIDTH-1:2] ) && 
                                                            WBs_CYC_i && 
                                                            WBs_STB_i && 
                                                            WBs_WE_i && 
                                                            (~WBs_ACK_o);
assign WBs_ACK_o_nxt  =  (WBs_CYC_i) && 
                         (WBs_STB_i) && 
                         (~WBs_ACK_o);
always @( posedge WBs_CLK_i or posedge WBs_RST_i)
begin
    if (WBs_RST_i)
    begin
        BREATHE_0_CONFIG                    <= 32'hAAAA    ;
        BREATHE_1_CONFIG                    <= 32'hAAAA    ;
        BREATHE_2_CONFIG                    <= 32'hAAAA    ;
    end  
    else
    begin
        if (REG_WE_BREATHE_0_CONFIG)
        begin
            if (WBs_BYTE_STB_i[0])
                BREATHE_0_CONFIG[7:0]       <= WBs_DAT_i[7:0]   ;
            if (WBs_BYTE_STB_i[1])
                BREATHE_0_CONFIG[15:8]      <= WBs_DAT_i[15:8]  ;
            if (WBs_BYTE_STB_i[2])
                BREATHE_0_CONFIG[23:16]     <= WBs_DAT_i[23:16] ;
            if (WBs_BYTE_STB_i[3])
                BREATHE_0_CONFIG[31:24]     <= WBs_DAT_i[31:24] ;
        end
        if (REG_WE_BREATHE_1_CONFIG)
        begin
            if (WBs_BYTE_STB_i[0])
                BREATHE_1_CONFIG[7:0]       <= WBs_DAT_i[7:0]   ;
            if (WBs_BYTE_STB_i[1])
                BREATHE_1_CONFIG[15:8]      <= WBs_DAT_i[15:8]  ;
            if (WBs_BYTE_STB_i[2])
                BREATHE_1_CONFIG[23:16]     <= WBs_DAT_i[23:16] ;
            if (WBs_BYTE_STB_i[3])
                BREATHE_1_CONFIG[31:24]     <= WBs_DAT_i[31:24] ;
        end
        if (REG_WE_BREATHE_2_CONFIG)
        begin
            if (WBs_BYTE_STB_i[0])
                BREATHE_2_CONFIG[7:0]       <= WBs_DAT_i[7:0]   ;
            if (WBs_BYTE_STB_i[1])
                BREATHE_2_CONFIG[15:8]      <= WBs_DAT_i[15:8]  ;
            if (WBs_BYTE_STB_i[2])
                BREATHE_2_CONFIG[23:16]     <= WBs_DAT_i[23:16] ;
            if (WBs_BYTE_STB_i[3])
                BREATHE_2_CONFIG[31:24]     <= WBs_DAT_i[31:24] ;
        end
    WBs_ACK_o                               <=  WBs_ACK_o_nxt  ;
    end  
end
always @(*)
begin
    case(WBs_ADR_i[ADDRWIDTH-1:2])
        REG_ADDR_BREATHE_0_CONFIG    [ADDRWIDTH-1:2]    : WBs_DAT_o <= BREATHE_0_CONFIG     ;
        REG_ADDR_BREATHE_1_CONFIG    [ADDRWIDTH-1:2]    : WBs_DAT_o <= BREATHE_1_CONFIG     ;
        REG_ADDR_BREATHE_2_CONFIG    [ADDRWIDTH-1:2]    : WBs_DAT_o <= BREATHE_2_CONFIG     ;
        default                                         : WBs_DAT_o <= DEFAULT_REG_VALUE    ;
    endcase
end
ONION_BREATHE 
    r_ONION_BREATHE
    (
    .period             ( BREATHE_0_CONFIG[23:0]                    ),
    .clk                ( BREATHE_clk                               ),
    .reset              ( BREATHE_0_CONFIG[31]                      ),
    .BREATHE_o          ( BREATHE_o[22]                             ),
    );
ONION_BREATHE 
    g_ONION_BREATHE
    (
    .period             ( BREATHE_1_CONFIG[23:0]                    ),
    .clk                ( BREATHE_clk                               ),
    .reset              ( BREATHE_1_CONFIG[31]                      ),
    .BREATHE_o          ( BREATHE_o[21]                             ),
    );
ONION_BREATHE 
    b_ONION_BREATHE
    (
    .period             ( BREATHE_2_CONFIG[23:0]                    ),
    .clk                ( BREATHE_clk                               ),
    .reset              ( BREATHE_2_CONFIG[31]                      ),
    .BREATHE_o          ( BREATHE_o[18]                             ),
    );
endmodule
==> metrics.log <==
[flow] collecting metrics
[metrics] outcome: finished, final reports clean
[metrics] area delta synth->final: 18.52%
[metrics] total half-perimeter wirelength after legalization and detailed placement: 19320 µm
[metrics] TritonCTS clock tree: built
[metrics] total area of multi-input combinational cells: 0.005557 mm²
[metrics] number of buffers inserted by hold repair at cts: 0
[metrics] length of the first detailed-routing pass in iterations: 4
[metrics] RSZ-0062 raised after global routing: no
[metrics] signal arrival time at the worst endpoint: approximately 4.4 ns
[metrics] die outline width: around 170 µm
[metrics] r2r endpoint: b_ONION_BREATHE.duty_cycle[5]$_DFFE_PN0N_
[metrics] Post-CTS Setup Repair Bufs: 0
[metrics] post-CTS resize count: 0
[metrics] top cell family by delay on the critical path: buffers and inverters
[metrics] placed cells: around 1500
[metrics] Netlist Area Pre-Place: 0.01155 mm²
[metrics] Final Wtd Congestion: ~0.85
[metrics] worst max-slew margin expressed relative to the limit: 48.61%
[metrics] area leader, netlist: dfrtp_1
[metrics] IO Count: between 100 and 150
[metrics] hold slack final: around 0.27 ns
[metrics] DP Worst Slack: 2.320 ns
[metrics] area share, top type: 42.25%
[metrics] Final Slew Violations: 0
[metrics] count of instantiated cells in the yosys netlist: 1051
[metrics] Worst Slack Setup Final: between 2 and 2.5 ns
[metrics] Yosys reg bits: 223
[metrics] dominant logic cell type in the layout: dfrtp_1
[metrics] placeable core region: 0.02809 mm²
[metrics] peak supply drop: 0.1419 mV
[metrics] area used by sequential logic in the layout: about 0.0056 mm²
[metrics] drt wl/cell: 17.36 µm
[metrics] total negative slack: 0 ns
[metrics] maximum fanout encountered on the critical timing path: 23
[metrics] capturing element type of the critical path: output pin
[metrics] Avg Cell Area, Syn: ~11 µm²
[metrics] pin count of the biggest net entering global routing: approximately 51
[metrics] Max Cap Viol: 0
[metrics] PD cells: 224.3 mW/mm²
[metrics] critical path, cell by cell: clkdlybuf4s50_1 > buf_4 > nor2b_1 > a21oi_1 > nor2_1 > clkdlybuf4s50_1
[metrics] internal reg-to-reg setup slack: 5.86 ns
[metrics] distinct cell type count after synthesis: 40
[metrics] Async S/R FF share, synth: 99.55%
[metrics] vias per cell: 5.026
[metrics] cell mode on critical path: clkdlybuf4s50_1
[metrics] Crit path buffers/inverters: 3
[metrics] count of nets left with antenna violations after detail routing: 0
[metrics] post-layout total power: 3.069 mW
[metrics] Chip Area, Yosys: 0.01155 mm²
[metrics] Slowest cell on crit path: clkdlybuf4s50_1
[metrics] transition time of the tightest slew-check pin: about 0.77 ns
[metrics] cell count after synthesis: 1051
[metrics] clk sinks: around 220
[metrics] vertical die size: 171.9 µm
[metrics] Buffers on Ports: 84
[metrics] sw power: between 800 and 900 µW
[metrics] via count of the routed design: 7745
[metrics] Worst R2R Path Depth: 7
[metrics] type of the worst setup path: input pin to output pin
[metrics] total wire length after detailed routing: 26750 µm
[metrics] floorplan row count: 61
[metrics] number of setup violations in the final report: 0
[metrics] clock transition at the registers of the reported paths: 0.07 ns
[metrics] proportion of power drawn by the clock network: between 40% and 50%
[metrics] global-route total usage across every layer: roughly 20%
[metrics] global-route wire length before repair: about 43000 µm
[metrics] total grt overflow: 0
[metrics] Initial DRC Count: 480
[metrics] Cell Int Power: 2.183 mW
[metrics] sequential-to-total area share from yosys stat: 48.66%
[metrics] die area: 0.02955 mm²
[metrics] via count of the first global-routing pass: 7662
[metrics] largest stage delay on the critical path: 0.83 ns
[metrics] Final Hold Viols: 0
[metrics] layout cell share with drive strength beyond 1: 18.93%
[metrics] filler instances: ~2500
[metrics] data required time of the critical path: 6.72 ns
[metrics] Worst Hold Class: register to asynchronous set/reset pin
[metrics] Core Density at Floorplan: 41.12%
[metrics] sw frac: 28.87%
[metrics] combinational fraction of design power: 17.3%
[metrics] sequential share of power: 41.1%
[metrics] DRC viols: 0
[metrics] Final Instance Count excl. Fillers: ~1500
[metrics] Post-synth top flop: dfrtp_1
[metrics] category of the worst setup path launch point: input pin
[metrics] total number of yosys warnings: 36
[metrics] initial antenna violation count: 1
[metrics] Post-synth EDFFs: 1
[metrics] worst clock skew: 0.01371 ns
[metrics] biggest area cells: dfrtp_1, mux2_2, xor2_1
[metrics] tally of OpenROAD warnings: 35
[metrics] reported leakage power: 6.494 nW
[metrics] most common logic cells in the final layout: dfrtp_1, mux2_2, nor2_1
[metrics] launch point of the worst reg-to-reg path: b_ONION_BREATHE.next_ctr[6]$_DFF_PN0_
==> sequential cells by signal, indices dropped and copies added, names as in the netlist, 8 cells and up <==
signal and flops:
BREATHE_0_CONFIG 32, r_ONION_BREATHE.duty_ctr 8, BREATHE_1_CONFIG 32, r_ONION_BREATHE.next_ctr 24, BREATHE_2_CONFIG 32, g_ONION_BREATHE.duty_ctr 8, b_ONION_BREATHE.next_ctr 24, r_ONION_BREATHE.duty_cycle 8
b_ONION_BREATHE.duty_cycle 8, g_ONION_BREATHE.duty_cycle 8, g_ONION_BREATHE.next_ctr 24, b_ONION_BREATHE.duty_ctr 8
==> through the flow <==
| stage | cell area [µm²] | util (%) |
|---|---|---|
| after floorplan | 11650 | - |
| after global placement | 12710 | 45.25 |
| after detailed placement | 12710 | 45.25 |
| after CTS | 13680 | 48.72 |
| after global routing | 13680 | 48.72 |
| final | 13690 | 48.73 |
==> power by group through the flow <==
stage         registers, mW  logic, mW  clock network [mW]
finish                 1.26      0.530                1.28
global route           1.27      0.604                1.34
CTS                    1.26      0.537                1.30
==> worst max-delay path by stage <==
stage                        start            to  cells past startpoint
after global routing  WBs_ADR_i[3]  WBs_DAT_o[6]                      6
final                 WBs_ADR_i[3]  WBs_DAT_o[6]                      6
after CTS             WBs_ADR_i[3]  WBs_DAT_o[0]                      6
==> cell usage after synthesis, types with 18 or more instances <==
cell / count
mux2_2: 117
buf_4: 32
a21oi_1: 22
nor2_1: 106
nand3_1: 33
nand2_1: 67
dfstp_2: 27
ha_1: 33
xor2_1: 103
nand4_1: 43
and3_1: 18
xnor2_1: 72
dfrtp_1: 195
inv_1: 36
o22ai_1: 25
==> final cells by class <==
| class | count | share of cell area [%] |
|---|---|---|
| clock inverters | 18 | 2.039 |
| diodes | 1 | 0.01828 |
| multi-input cells | 760 | 40.60 |
| repair buffers | 95 | 6.710 |
| flip-flops and latches | 223 | 41.08 |
| clock buffers | 30 | 5.092 |
| inverters | 36 | 1.006 |
| well taps | 378 | 3.456 |
==> per-layer routing <==
layer  part of all wire [%]  routed length (µm)  up-vias  global-route usage, %
li1                       -                   -     3767                      -
met1                     48               12850     3773                  31.56
met2                     44               11870      191                  28.45
met3                    6.6                1753       14                  5.755
met4                    1.0                 276        0                  2.347
met5                      0                   0        -                      0
==> logic make-up after synthesis <==
| group | share of synthesized area [%] |
|---|---|
| and+or+nand+nor | 14.33 |
| muxes | 12.47 |
| adders and majority gates | 3.575 |
| other | 0.03247 |
| buffers and inverters | 4.269 |
| xor gates and xnor gates | 13.27 |
| AOI/OAI and AO/OA | 3.391 |
| DFF | 48.66 |
Power and IR drop assume default switching activity.
